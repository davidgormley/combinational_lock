**run.sh**
```bash
#!/bin/bash
# OpenROAD 26Q1-2900-gdf79404cd8, Yosys 0.63+post, stock flow scripts
make -C /OpenROAD-flow-scripts/flow DESIGN_CONFIG=/design/flow/config.mk WORK_HOME=/design/flow/orfs finish
```
**constraint.sdc**
```tcl
current_design displayInt

set clk_period 2.2
set clk_io_pct 0.2

create_clock -name clk0 -period $clk_period [get_ports {clk}]

set non_clock_inputs [all_inputs -no_clocks]
set_input_delay [expr $clk_period * $clk_io_pct] -clock clk0 $non_clock_inputs
set_output_delay [expr $clk_period * $clk_io_pct] -clock clk0 [all_outputs]
```
**design.v**
```verilog
module displayInt (input clk, rst,
					output reg [7:0] dig,    
					output [7:0] seg,        
					input unlock,            
					input override           
);
    wire[15:0] valLock = 16'hD0CE;       
	wire[15:0] valUnlock = 16'hAFDC;     
	wire[15:0] valBlock = 16'hBD0C;      
	reg[15:0] val;                       
	reg[11:0] control, controlNext;
	reg[3:0] valOut;
	assign seg[0] = 1'b1;                
	always@(posedge clk)
		begin
			controlNext <= control+1'd1;
			if(rst) control <= 12'd0;
			else control <= controlNext;
		end
	always@(control)
		case(control[11:10])             
			2'b00:	dig = 8'b11111110;
			2'b01:	dig = 8'b11111101;
			2'b10:	dig = 8'b11111011;
			2'b11:	dig = 8'b11110111;
		endcase
	always@(unlock, override, valBlock, valUnlock, valLock)
        begin   
            if(override) val = valBlock;
            else if(unlock) val = valUnlock; 	    
	        else val = valLock;
	    end
	always@(control, val)
		case(control[11:10])
			2'b00:	valOut = val[3:0];
			2'b01:	valOut = val[7:4];
			2'b10:	valOut = val[11:8];
			2'b11:	valOut = val[15:12];
		endcase
	hex2seg convert(.number(valOut), .pattern(seg[7:1]));
endmodule		
module hex2seg (
   input [3:0] number,       
   output reg [6:0] pattern );       
   always @ (number)
      case(number)
         4'h0:  pattern = 7'b0000001;   
         4'hA:  pattern = 7'b1000001;   
         4'hB:  pattern = 7'b1100000;   
         4'hC:  pattern = 7'b0110001;   
         4'hD:  pattern = 7'b1110001;   
         4'hE:  pattern = 7'b1111111;   
         4'hF:  pattern = 7'b0001001;   
         default: pattern = 7'b1111111;
      endcase   
endmodule 
```
**config.mk**
```make
export PLATFORM = sky130hd
export DESIGN_NAME = displayInt
export DESIGN_NICKNAME = displayInt
export VERILOG_FILES = /design/flow/design.v
export SDC_FILE = /design/flow/constraint.sdc
export NUM_CORES = 4
export LEC_CHECK = 1
export CORE_AREA = 10 10 87 87
export DIE_AREA = 0 0 97 97
```
==> results.txt <==
The synthesis and place-and-route flow finished, so here is a summary.

The stage-log warning count came out at 25. The number of antenna violations at the first check in global routing is 0. In the Yosys report the total cell count is 91. The global routing met2 resource utilization is 4.19%. The die height is 97 um. Per the run summary, max-cap violations total 0. Setup repair after global routing left no endpoint under its margin. The number of CTS-inserted buffers came out at 3. The synthesized instance count is 91. The post-route non-filler standard cell count came out at 179. The clock latency at the later pin of the worst-skew pair is 260 ps. The detailed router finished its first iteration with 29 violations.

The clock-pin slew of the registers on the worst-case setup and hold paths is 80 ps. The critical path's slowest stage uses the library cell sky130_fd_sc_hd__clkdlybuf4s50_1. According to the report, the first pass of detailed routing completed in 4 iterations. The final clock skew is 4.77 ps. STA classifies the critical path startpoint as a primary input. The kind of end point of the critical path is an output port. Per the gpl log, the routability congestion estimate is 0.782. The synthesized netlist occupies a cell area of 911 um^2. The average footprint of a synthesized cell is 10.0 um^2. The share of post-route cells with drive strength above 1 is 14.0%. The overall via count from detail_route came out at 607. The maximum vdd drop came out at 0.000642 V. Counting flops with a built-in enable in the synthesized netlist gives 0.

Counting both buffers and inverters, the worst setup path holds a total of 3. The HPWL after detailed placement came out at 1080 um. In this run, synthesis produced a sequential element count of 24. The commonest register cell is sky130_fd_sc_hd__dfxtp_1. The layout overhead on the synthesized area is 31.3%. The clock tree buffer depth came out at 2. Dividing the detail-routed wire length by the instance count gives 8.74 um. 20 I/O pins were placed. The number of warning messages in the yosys log is 2. The global routing stage identified its most utilized layer as met1. The number of core rows is 27. Per the detail_route report, vias per standard cell equal 3.39. For the worst setup path, the data required time is 1760 ps. TritonCTS built the clock tree. The effective utilization at floorplan is 16.1%. The cell sitting at the root of the clock tree is a sky130_fd_sc_hd__clkbuf_8.

The via count of the first global-routing pass is 563. The final timing report lists a hold violation count of 0. The critical path in the final layout is reported with a setup slack of 134 ps. For this run, design rule violations remaining after detail routing come to 0.

The total inserted antenna cells came out at 0. The yosys synthesis chip area came out at 911 um^2. The post-route setup TNS is 0 ps. The arrival time reported for the critical path endpoint is 1630 ps.

The overall power came out at 0.858 mW. In this run the tool buffered the top-level ports with 14 buffer cells. The flow ran to the end, and the final reports show no timing, DRC or antenna violations.

According to the floorplan report, the total die area is 0.00941 mm^2. The number of setup buffers added after CTS is 0. The highest attainable clock frequency came out at 484 MHz.

The leakage dissipation came out at 0.464 nW. Across all register-to-register paths, the minimum setup slack is 940 ps. Sequential elements use 52.7% of the synthesized area. The largest driver fanout on the critical path came out at 5.

The critical path start-end classification is primary input to output port. The count of different cell masters after synthesis came out at 24. The largest stage delay on the critical path came out at 500 ps. Looking at the clock tree report, the H-tree level count equals 1. Listed in order, past its start point the critical path passes dlygate4sd2_1 -> buf_4 -> xor2_1 -> nor3_1 -> clkdlybuf4s50_1. For this run the aggregate overflow at the end of global routing stands at 0.

The region available for standard cell placement spans 0.00564 mm^2. The total non-filler cell area in the finished layout is 0.00120 mm^2. The final antenna-violating net count came out at 0.

The global-route usage over all layers came out at 3.16%. After detailed placement, the total cell area comes to 0.00112 mm^2. The fraction of the cycle the final worst path needs is 93.9%. The floorplan step set the die width to 97 um. The met3 track utilization from global routing came out at 1.50%. The kind of cell with the highest combined delay along the critical path is buffers and inverters. The final max-slew violation count is 0. The share of flip-flops with an asynchronous set or reset after synthesis came out at 0%.

In the final report, the number of endpoints failing setup comes to 0. The met1 track utilization from global routing came out at 4.66%. The largest net degree at the start of global routing is 15. The final critical path time including I/O delays and setup is 2070 ps. The worst setup slack before clock tree synthesis came out at -111 ps.

The CTS log lists the clock sinks for this run as 24. Note that the worst hold path type here is flop to flop. The total length of routed wires is 1560 um.

The power density over the cells is 718 mW/mm^2. The first global-routing pass estimated 2620 um of wire. The placed instance count is 175.
==> synthesized netlist by cell type, types with 2 or more instances <==
| cell type | number | share of area, % |
|---|---|---|
| sky130_fd_sc_hd__buf_2 | 2 | 1.1 |
| sky130_fd_sc_hd__buf_4 | 6 | 4.9 |
| sky130_fd_sc_hd__dfxtp_1 | 24 | 53 |
| sky130_fd_sc_hd__inv_1 | 4 | 1.6 |
| sky130_fd_sc_hd__nand2_1 | 4 | 1.6 |
| sky130_fd_sc_hd__nand2b_1 | 2 | 1.4 |
| sky130_fd_sc_hd__nand3_1 | 4 | 2.2 |
| sky130_fd_sc_hd__nor2_1 | 3 | 1.2 |
| sky130_fd_sc_hd__nor2b_1 | 13 | 8.9 |
| sky130_fd_sc_hd__nor3_1 | 5 | 2.7 |
| sky130_fd_sc_hd__o21ai_0 | 2 | 1.1 |
| sky130_fd_sc_hd__xnor2_1 | 4 | 3.8 |
| sky130_fd_sc_hd__xor2_1 | 7 | 6.7 |
==> layout by cell type, fill, tap and decap left out, types with 3 or more instances in the layout <==
cell type | synthesis | layout
sky130_fd_sc_hd__dfxtp_1 | 24 | 22
sky130_fd_sc_hd__nor2b_1 | 13 | 13
sky130_fd_sc_hd__clkdlybuf4s50_1 | 0 | 12
sky130_fd_sc_hd__xor2_1 | 7 | 7
sky130_fd_sc_hd__nor3_1 | 5 | 5
sky130_fd_sc_hd__conb_1 | 1 | 5
sky130_fd_sc_hd__nand2_1 | 4 | 4
sky130_fd_sc_hd__inv_1 | 4 | 4
sky130_fd_sc_hd__nand3_1 | 4 | 4
sky130_fd_sc_hd__xnor2_1 | 4 | 4
sky130_fd_sc_hd__nor2_1 | 3 | 3
sky130_fd_sc_hd__clkbuf_8 | 0 | 3
sky130_fd_sc_hd__buf_4 | 6 | 3
==> through the flow <==
stage,util (%),hold WS (ps)
finish,21.2,435
floorplan,-,393
CTS,21.2,443
detailed placement,19.8,419
global route,21.2,455
global placement,19.8,417
==> metal layers <==
metal | part of all wire [%] | routed length [um] | vias to the layer above
met3 | 8.6 | 135 | 0
met2 | 38 | 587 | 21
met1 | 54 | 841 | 275
met5 | 0 | 0 | -
met4 | 0 | 0 | 0
li1 | - | - | 311
==> final timing paths <==
check                       from             end  depth (start not counted)
setup reg to reg      control[0]  controlNext[8]                          4
hold / removal    controlNext[6]      control[6]                          1
setup / recovery          unlock          seg[4]                          5
hold reg to reg   controlNext[6]      control[6]                          1
==> power by group <==
| group | total (mW) | switching, mW | internal [mW] |
|---|---|---|---|
| clock network | 0.373 | 0.130 | 0.243 |
| registers | 0.452 | 0.00685 | 0.446 |
| logic | 0.0326 | 0.0132 | 0.0194 |
| total | 0.858 | 0.150 | 0.708 |
==> flip-flops by register name, summed over array words and instances (netlist names) <==
name / cells
controlNext: 12
control: 12
==> what timing repair did <==
| item | in CTS | in global routing |
|---|---|---|
| setup endpoints to repair | 6 | 4 |
| hold buffers | 0 | 0 |
| endpoints found under the hold margin | 0 | 0 |
| gates resized | 3 | 2 |
==> kinds of logic after synthesis <==
logic type / share of synthesized area [%]
simple gates: 23.4
flops: 52.7
buf+inv: 8.10
xor+xnor: 10.6
compound gates: 3.43
fa+ha+maj: 1.37
other cells: 0.412
==> final cells by class <==
| type | instances | area (um^2) |
|---|---|---|
| repair buffers | 17 | 160 |
| flip-flops and latches | 24 | 483 |
| multi-input cells | 58 | 377 |
| clock buffers | 3 | 41.3 |
| fillers | 609 | 4450 |
| well taps | 72 | 90.1 |
| clock inverters | 1 | 30.0 |
| inverters | 4 | 15.0 |
Power and IR drop assume default switching activity.
