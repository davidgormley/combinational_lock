## /design/flow/run.sh

```bash
#!/bin/bash
# OpenROAD 26Q1-2900-gdf79404cd8, Yosys 0.63+post, stock flow scripts
make -C /OpenROAD-flow-scripts/flow DESIGN_CONFIG=/design/flow/config.mk WORK_HOME=/design/flow/orfs finish
```

## /design/flow/config.mk

```make
export PLATFORM = sky130hd
export DESIGN_NAME = PBCleanUp
export DESIGN_NICKNAME = PBCleanUp
export VERILOG_FILES = /design/flow/design.v
export SDC_FILE = /design/flow/constraint.sdc
export NUM_CORES = 4
export LEC_CHECK = 1
export CORE_AREA = 10 10 70 70
export DIE_AREA = 0 0 80 80
```

## /design/flow/design.v

```verilog
module PBCleanUp
	#(parameter comparePB = 13'd7499, holdVal = 13'd7500)    
	(  input PBin,                                           
		input clk5,
		input reset,
		output PBClean);                                     
	reg[12:0] count;
	reg[12:0] countNxt;
	wire holdOut;
	always@(posedge clk5)
        begin
            if(reset) count <= 13'd0;
            else count <= countNxt;
        end
    always@(PBin, count, holdOut)
        begin
            if (!PBin) countNxt = 13'd0;  
            else if(!holdOut) countNxt = count + 1'd1;
            else countNxt = count;
        end
    assign PBClean = (count == comparePB);
    assign holdOut = (count == holdVal);
endmodule
```

## /design/flow/constraint.sdc

```tcl
current_design PBCleanUp

set clk_period 3.1
set clk_io_pct 0.2

create_clock -name clk0 -period $clk_period [get_ports {clk5}]

set non_clock_inputs [all_inputs -no_clocks]
set_input_delay [expr $clk_period * $clk_io_pct] -clock clk0 $non_clock_inputs
set_output_delay [expr $clk_period * $clk_io_pct] -clock clk0 [all_outputs]
```

==> impl_metrics.yaml <==
# generated from flow reports
die:
  io_pins: 4
  core_area_mm2: 0.00342
  rows: 21
  die-area_mm2: 0.00640
  die_w_um: 80
  fp_util_pct: 18.9
  fp.dieH_um: 80
clocking:
  htreeDepth: 1
  post_cts_buffers: 0
  cts-resized-gates: 0
  cts_sinks: 13
  clk_path_buf_depth: 2
  worstSkewPairLatency_ns: 0.27
  numCtsBuffers: 3
  cts_tree: "built"
  cts.clk_slew.worst_paths_ns: 0.08
  root_buffer: "clkbuf_4"
  hold_buffers: 0
finish:
  regMostFlops: "count"
  largest_register_ffs: 13
  reg.largest.list: "count x13"
  mostFrequentLayoutCells: "dfxtp_1, nor2_1, nand2_1"
  syn_to_final_growth_pct: 17.3
  drive_above_1_share_pct: 10.1
  fin_area_um2: 756
  final_common_cell: "dfxtp_1"
logic_synthesis:
  ys_ff: 13
  ys_warn_count: 1
  synth_cell_types: 28
  async_flop_share_pct: 0
  edf_count: 0
  ys_cells: 73
  syn_avg_cell_area_um2: 8.83
  synthCells: 73
  flop_cell: "dfxtp_1"
  top_area_cell: "dfxtp_1"
  area_leaders: "dfxtp_1, xnor2_1, xor2_1"
  yosys.area.top_type_share_pct: 40.4
  ys_area_um2: 644
  ys_seq_share_pct: 40.4
  synth_area_um2: 644
global_route:
  track_usage_pct: 3.99
  grt_overflow: 0
  antenna_found_initial: 0
  grt_pass1_wl_um: 2190
  grt_pass1_vias: 516
  grt_start_max_net_pins: 13
sta:
  fin_skew_ns: 0.00103
  setup_tns_ns: 0
  finalCritPeriodShare_pct: 91.0
  period_minus_slack_ns: 2.82
  max_freq_mhz: 354
  maxSlewViolCount: 0
  finalSetupViolCount: 0
  tightest_slew_ns: 0.465
  slew_headroom_pct: 69.0
  rsz0062_at_grt: "no"
  timing_hold_violations_final: 0
worst_setup_path:
  crit_start: "count[5]"
  reg2reg_depth: 4
  cp_max_fo: 8
  r2r_start: "count[5]"
  reg2reg_setup_slack_ns: 1.33
  crit_path_start_kind: "flip-flop"
  critical_path_arrival_ns: 2.20
  endpoint_kind: "output port"
  crit_type: "flip-flop to output port"
  required_ns: 2.48
drt:
  wl_per_cell_um: 9.49
  finalWirelength_um: 1190
  antennaDiodeCount: 0
  first_pass_iters: 4
  drc: 0
  routed-via-count: 520
  antenna_left: 0
  drt_iter0_drc: 11
  via_per_inst: 4.16
placement:
  place_area_um2: 728
  gp_congestion: 0.837
  io_buffers: 3
  hpwlAfterDp_um: 852
worst_hold_path:
  whs_path_depth: 2
  worstHoldPathType: "flip-flop to flip-flop"
  worstHoldStart: "count[4]"
flow_run:
  warnings: 26
  drv_cap: 0
pwr:
  ir_drop_mv: 0.116
  p_leak_nw: 0.238
  power_mw: 0.283
  p_per_area_mw_per_mm2: 375
outcome:
  status: "finished, final reports clean"
## through the flow
| stage | setup slack [ns] | hold slack (ns) | cells | util (%) |
|---|---|---|---|---|
| after floorplan | 1.15 | 0.477 | 73 | - |
| after global placement | 0.587 | 0.499 | 121 | 21.3 |
| after detailed placement | 0.565 | 0.507 | 121 | 21.3 |
| after CTS | 0.250 | 0.519 | 125 | 22.1 |
| after global routing | 0.149 | 0.580 | 125 | 22.1 |
| final | 0.278 | 0.520 | 125 | 22.1 |
## worst max-delay path, cell delays in order (launching register included)
cell             delay (ns)
dfxtp_1                0.37
or4b_4                 0.55
nor4_1                 0.34
and3b_1                0.20
clkdlybuf4s50_1        0.46
## kinds of logic after synthesis
kind of cell	synth area share, %
AOI/OAI and AO/OA	6.02
buffers and inverters	2.33
DFF	40.4
muxes	1.55
xor gates and xnor gates	10.9
adders and majority gates	3.88
and+or+nand+nor	35.0
## final timing paths
check | to
setup / recovery | PBClean
hold / removal | count[4]
setup reg to reg | count[3]
hold reg to reg | count[4]
## area by class of cell
cell class | instances | area [µm²]
clock inverter | 1 | 5.00
inverter | 3 | 11.3
tap | 46 | 57.6
timing repair buffer | 3 | 30.0
fill | 377 | 2660
sequential | 13 | 260
multi-input combinational | 56 | 369
clock buffer | 3 | 22.5
## power breakdown
group / switching (mW) / internal [mW] / leakage, nW / total (mW)
clock: 0.0554 / 0.0478 / 0.0177 / 0.103
sequential: 0.00108 / 0.168 / 0.105 / 0.169
combinational: 0.00564 / 0.00514 / 0.116 / 0.0108
## cell usage after synthesis (all sizes together) (3+ instances only)
cell type,instances
dfxtp,13
nor2,9
nand2,6
nand3,4
xnor2,4
xor2,4
inv,3
nand4,3
nor3,3
nor4,3
o21ai,3
## metal layers
| metal | share of wire [%] | up-vias | GRT usage, % |
|---|---|---|---|
| li1 | - | 272 | - |
| met1 | 46 | 240 | 5.48 |
| met2 | 48 | 6 | 6.10 |
| met3 | 2.4 | 2 | 0.455 |
| met4 | 3.4 | 0 | 1.76 |
| met5 | 0 | - | 0 |
Power is estimated from default activity; no workload was simulated.
