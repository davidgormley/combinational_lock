### design/flow/config.mk
export PLATFORM = sky130hd
export DESIGN_NAME = lockLogic
export DESIGN_NICKNAME = lockLogic
export VERILOG_FILES = /design/flow/design.v
export SDC_FILE = /design/flow/constraint.sdc
export NUM_CORES = 4
export LEC_CHECK = 1
export CORE_UTILIZATION = 50
### design/flow/constraint.sdc
current_design lockLogic

set clk_period 4.7
set clk_io_pct 0.2

create_clock -name clk0 -period $clk_period [get_ports {clk5}]

set non_clock_inputs [all_inputs -no_clocks]
set_input_delay [expr $clk_period * $clk_io_pct] -clock clk0 $non_clock_inputs
set_output_delay [expr $clk_period * $clk_io_pct] -clock clk0 [all_outputs]
### design/flow/design.v
module LockUnlock(
	input CleanPB,  
	input ToggleLock,  
	input reset,  
	input clk5,
	input override,  
	output reg unlock  
);
localparam LOCKED = 1'b0, UNLOCKED = 1'b1;  
assign ChangeState = ((ToggleLock && !override) || CleanPB);
reg curr_state = LOCKED, next_state;
always @ (curr_state, CleanPB, ToggleLock, ChangeState)   
	case (curr_state)
		LOCKED: if (ChangeState) next_state = UNLOCKED;
			else next_state = curr_state;
		UNLOCKED: if (ChangeState) next_state = LOCKED;
			else next_state = curr_state;
		default: next_state = curr_state;  
	endcase
always @ (posedge clk5)
	begin
		if (reset) curr_state <= LOCKED;  
		else curr_state <= next_state;
	end
always @ (curr_state)
	case (curr_state)
	LOCKED: unlock = 1'b0;  
	UNLOCKED: unlock = 1'b1;  
	endcase
endmodule
module attemptsLeftLED
                (   input clk5,
                    input reset,
                    input AttemptIn,         
					input CleanPB,           
					input LockPulse,         
                    output reg consq,        
                    output reg [2:0] attempts);  
    reg [2:0] currState, nextState;
    reg [24:0] count, countNxt;
    wire compare;                        
	wire AttemptsReset = (CleanPB || LockPulse);     
    localparam [1:0] ATTEMPT3 = 2'b00,
            ATTEMPT2 = 2'b01,
            ATTEMPT1 = 2'b10,
            NOATTEMPTS = 2'b11;
    always@(posedge clk5)
        begin
            if(reset)
                currState <= ATTEMPT3;      
            else
                currState <= nextState;
        end
    always@(currState, AttemptIn, AttemptsReset, compare)
        case(currState)
            ATTEMPT3: if (AttemptIn) nextState = ATTEMPT2;
							else if (AttemptsReset) nextState = ATTEMPT3;
                            else nextState = ATTEMPT3;
            ATTEMPT2: if (AttemptIn) nextState = ATTEMPT1;
							else if (AttemptsReset) nextState = ATTEMPT3;
                            else nextState = ATTEMPT2;
            ATTEMPT1:  if (AttemptIn) nextState = NOATTEMPTS;
							else if (AttemptsReset) nextState = ATTEMPT3;
                            else nextState = ATTEMPT1;
            NOATTEMPTS: if (compare) nextState = ATTEMPT3;
                            else nextState = NOATTEMPTS;
            default:        nextState = ATTEMPT3;
        endcase
    always@(currState)
        case(currState)
            ATTEMPT3:  begin
                            attempts = 3'b000;   
                            consq = 1'b0;
                        end
            ATTEMPT2:  begin
                            attempts = 3'b001;   
                            consq = 1'b0;
                        end
            ATTEMPT1:  begin
                            attempts = 3'b011;   
                            consq = 1'b0;
                        end
            NOATTEMPTS:  begin
                            attempts = 3'b111;   
                            consq = 1'b1;
                        end
            default:
                    begin    
                        attempts = 3'b000;
                        consq = 1'b0;
                    end               
        endcase
    always@(posedge clk5) 
        begin
                if(reset) count <= 25'b0;
                else count <= countNxt;
            end
    always@(count, compare, consq) 
        begin
            if(compare)countNxt = 25'b0;             
            else if(consq) countNxt = count + 1'b1;
            else countNxt = count;
        end        
    assign compare = (count == 25'd24999999);    
endmodule                    
module MainFSM #(parameter[4:0]
	CODE1 = 5'b10001,  
	CODE2 = 5'b10010,  
	CODE3 = 5'b10011,  
	CODE4 = 5'b10100,  
	CLEAR = 5'b11100,  
	ENTER = 5'b11110)  
(
	input newKey, clk5, reset, 
	input [4:0] keyCode, 
	input override, 
	output LockPulse, attempts, 
	output reg [3:0] pinOut 
	);
	reg [3:0] currState, nxtState;
	reg goodUnlock, badUnlock, lockRst, count, countNxt;
	wire compare, changeState;
	localparam 
		NOBUTT = 4'd0, 
		ONEBUTTG = 4'd1, 
		TWOBUTTG = 4'd2, 
		THREEBUTTG = 4'd3,
		FOURBUTTG = 4'd4,
		GOODENTER = 4'd5, 
		ONEBUTTB = 4'd6, 
		TWOBUTTB = 4'd7, 
		THREEBUTTB = 4'd8,
		FOURBUTTB = 4'd9,
		BADENTER = 4'd10; 
	always@(posedge clk5) 
		begin
			if(reset)
				currState = NOBUTT;
			else
				currState = nxtState;
		end
	assign changeState = (newKey&&(!override)); 
	always@(currState, keyCode, changeState, LockPulse, attempts) 
		case(currState)
			NOBUTT:		if(changeState && (keyCode == CLEAR)) nxtState = NOBUTT; 
								else if(changeState && (keyCode == CODE1)) nxtState = ONEBUTTG; 
								else if (changeState && (keyCode != ENTER)) nxtState = ONEBUTTB; 
								else nxtState = currState;
			ONEBUTTG:	if(changeState && (keyCode == CLEAR)) nxtState = NOBUTT; 
								else if(changeState && (keyCode == CODE2)) nxtState = TWOBUTTG; 
								else if (changeState && (keyCode != ENTER)) nxtState = TWOBUTTB; 
								else nxtState = currState;
			TWOBUTTG:	if(changeState && (keyCode == CLEAR)) nxtState = NOBUTT; 
								else if(changeState && (keyCode == CODE3)) nxtState = THREEBUTTG; 
								else if (changeState && (keyCode != ENTER)) nxtState = THREEBUTTB; 
								else nxtState = currState;
			THREEBUTTG:	if(changeState && (keyCode == CLEAR)) nxtState = NOBUTT; 
									else if(changeState && (keyCode == CODE4)) nxtState = FOURBUTTG; 
									else if (changeState && (keyCode != ENTER)) nxtState = FOURBUTTB; 
									else nxtState = currState;
			FOURBUTTG: 	if(changeState && (keyCode == CLEAR)) nxtState = NOBUTT; 
									else if(changeState && (keyCode == ENTER)) nxtState = GOODENTER; 
									else nxtState = currState;
			GOODENTER:	if(LockPulse) nxtState = NOBUTT; 
									else nxtState = GOODENTER;
			ONEBUTTB:	if(changeState && (keyCode == CLEAR)) nxtState = NOBUTT; 
								else  if (changeState && (keyCode != ENTER)) nxtState = TWOBUTTB; 
								else nxtState = currState;
			TWOBUTTB: 	if(changeState && (keyCode == CLEAR)) nxtState = NOBUTT; 
									else if (changeState && (keyCode != ENTER)) nxtState = THREEBUTTB; 
									else nxtState = currState;
			THREEBUTTB:	if(changeState && (keyCode == CLEAR)) nxtState = NOBUTT; 
									else if (changeState && (keyCode != ENTER)) nxtState = FOURBUTTB; 
									else nxtState = currState;
			FOURBUTTB:	if(changeState && (keyCode == CLEAR)) nxtState = NOBUTT; 
									else if(changeState && (keyCode == ENTER)) nxtState = BADENTER; 
									else nxtState = currState;
			BADENTER:	if(attempts) nxtState = NOBUTT; 
								else nxtState = BADENTER;
			default: nxtState = NOBUTT;
		endcase
		always@(currState) 
			case(currState)
				NOBUTT:		
							begin
								pinOut = 4'b0000; 
								goodUnlock = 1'b0;
								badUnlock = 1'b0;
							end
				ONEBUTTG:	
							begin
								pinOut = 4'b0001; 
								goodUnlock = 1'b0;
								badUnlock = 1'b0;
							end
				TWOBUTTG:	
							begin
								pinOut = 4'b0011; 
								goodUnlock = 1'b0;
								badUnlock = 1'b0;
							end
				THREEBUTTG:	
							begin
								pinOut = 4'b0111;  
								goodUnlock = 1'b0;
								badUnlock = 1'b0;
							end
				FOURBUTTG:	
							begin
								pinOut = 4'b1111;  
								goodUnlock = 1'b0;
								badUnlock = 1'b0;
							end
				GOODENTER:	
							begin
								pinOut = 4'b0000;
								goodUnlock = 1'b1; 
								badUnlock = 1'b0;
							end
				ONEBUTTB:	
							begin
								pinOut = 4'b0001; 
								goodUnlock = 1'b0;
								badUnlock = 1'b0;
							end
				TWOBUTTB:	
							begin
								pinOut = 4'b0011; 
								goodUnlock = 1'b0;
								badUnlock = 1'b0;
							end
				THREEBUTTB:	
							begin
								pinOut = 4'b0111; 
								goodUnlock = 1'b0;
								badUnlock = 1'b0;
							end
				FOURBUTTB:	
							begin
								pinOut = 4'b1111; 
								goodUnlock = 1'b0;
								badUnlock = 1'b0;
							end
				BADENTER:	
							begin
								pinOut = 4'b0000;
								goodUnlock = 1'b0;
								badUnlock = 1'b1; 
							end
				default:    
				            begin
				                pinOut = 4'b0000;
                                goodUnlock = 1'b0;
                                badUnlock = 1'b0;
			                 end
		endcase
	always@(posedge clk5) 
		begin
            if(reset) count <= 1'b0;
            else count <= countNxt;
        end
	always@(count, compare, goodUnlock, badUnlock) 
		begin
			if(compare)countNxt = 1'b0; 
			else if(goodUnlock || badUnlock) countNxt = count + 1'b1;  
			else countNxt = count;
		end
	assign compare = (count==1'b1); 
	assign LockPulse = (compare&&goodUnlock); 
	assign attempts = (compare&&badUnlock); 
endmodule
module lockLogic(
input clk5,
input reset,
input CleanPBPulse,
input newKey,
input [4:0] keyCode,
output [14:0] led,
output unlock,
output consq
);
wire LockPulse, AttemptPulse;
wire [3:0] PIN;
wire [2:0] AttemptsLED;
assign led[3:0] = PIN;  
assign led[8] = unlock;  
assign led[7:4] = 4'b0;
assign led[11:9] = 4'b0;  
assign led[14:12] = AttemptsLED;  
MainFSM#(  
       .CODE1(5'b10001),  
	   .CODE2(5'b10010),  
	   .CODE3(5'b10011),  
	   .CODE4(5'b10100),  
	   .CLEAR(5'b11100),  
	   .ENTER(5'b11110))  
    Main(
	   .clk5(clk5),
	   .reset(reset),
	   .newKey(newKey),  
	   .keyCode(keyCode),  
	   .LockPulse(LockPulse),  
	   .attempts(AttemptPulse),  
	   .pinOut(PIN),
	   .override(consq)  
);
LockUnlock LockToggle (  
	.clk5(clk5),
	.reset(reset),
	.CleanPB(CleanPBPulse),  
	.ToggleLock(LockPulse),  
	.override(consq),  
	.unlock(unlock));  
attemptsLeftLED AttemptsLeft (  
	.clk5(clk5),
	.reset(reset),
	.AttemptIn(AttemptPulse),  
	.consq(consq),  
	.CleanPB(CleanPBPulse),  
	.LockPulse(LockPulse),  
	.attempts(AttemptsLED)  
	);
endmodule
### design/flow/run.sh
#!/bin/bash
# OpenROAD 26Q1-2900-gdf79404cd8, Yosys 0.63+post, stock flow scripts
make -C /OpenROAD-flow-scripts/flow DESIGN_CONFIG=/design/flow/config.mk WORK_HOME=/design/flow/orfs finish
==> run summary <==
Implementation results

Max-slew check failures listed in the final report amount to 0. For hold timing, the worst endpoint is AttemptsLeft.currState[2]$_DFF_P_. The most critical min-delay path falls under reg2reg. In this run the cell area of the synthesized design comes to around 2400 µm². Looking at hold timing, the worst path starts from AttemptsLeft.currState[0]$_DFF_P_.

After clock tree synthesis, the repair step resized 0 gates. After detailed routing, the number of vias per cell comes to 5.765. After synthesis, the mean cell area works out to roughly 8 µm². No sink is reached through more buffers than the 2 on the longest clock path. The worst setup path is launched from an input port.

The main area contributors are dfxtp_1 34%, nor2_1 6.6%, xor2_1 6.2%. On the final layout, the worst hold slack is slightly above 0.5 ns. The peak supply drop is about 0.23 mV. The signal on the critical path passes through clkdlybuf4s50_1 -> nor2b_1 -> o21ai_0 -> and4bb_2 -> a311o_1 -> a21o_1 -> nand2b_1 -> ha_1 -> nand3_1 -> o211ai_1. The die height is roughly 71 µm. Per the synthesis report, the single largest cell type by area occupies between 30% and 40% of cell area. The number of core rows is 24.

The first-pass GRT wire length is about 8.3 mm. The sequential fraction of the synthesis area is 34.42%. The most common logic cells in the final layout are 42 x nor2_1, 41 x dfxtp_1, 20 x nand2_1. The routed wirelength normalized by instance count is between 10 and 15 µm. The post-placement cell count is roughly 350.

The gate-level netlist out of Yosys references 55 unique cell types. The post-detailed-placement cell area is between 2000 and 3000 µm². The worst register-to-register path has a depth of 9. Per the synth log, the flip-flop and latch total comes to ~41. The power per standard cell area is roughly 430 nW/µm². The final hold violation count recorded for this run is 0. The chip area line in the Yosys stat output reads 2385 µm². Looking at the worst setup and hold paths, the clock pins of their registers show a slew of approximately 0.070 ns.

At the pin with the least slew margin, the transition time is between 0.6 and 0.7 ns. The TritonCTS buffer count is 5. The number of ports placed on the die boundary is 26. The overall fraction of global-route tracks in use is 21.00%. The share of the clock period used by the worst path after layout is slightly below 80%. The critical path data required time is ~4.9 ns.

The most common library cell in the layout ignoring fill and taps is nor2_1. The delay contributed by the slowest stage of the critical path is around 0.50 ns. The worst setup path is of the in2reg kind. The flow ran to the end, and the final reports show no timing, DRC or antenna violations. In the final report, the number of endpoints failing setup comes to 0. According to the floorplan report, the total die area is 5050 µm².

The number of global-route vias before repair is about 1800. Summed over all instances, the cell type with the most area after synthesis is dfxtp_1. The buffer_ports step reported a buffer count of 18. The placement summary gives the final routability congestion estimate as roughly 0.9.

Setup repair after global routing left no endpoint under its margin. For this block, the initial DRC count from the detailed router was roughly 210. The via count is between 2000 and 2500.

The number of detailed-routing iterations run before antenna repair is 16. The starting density of the core is between 50 and 60%. The post-detailed-routing wire length is between 4 and 5 mm. Per the OpenROAD floorplan log, the width of the die is between 70 and 80 µm. The final standard cell count with taps included and fillers excluded is about 350. The report shows a maximum critical-path fanout of 8. Cells with a size suffix above 1 make up 4.983% of the layout. The Yosys step of the flow raised 4 warnings. Looking at the clock tree report, the H-tree level count equals 2. The clock tree from TritonCTS is done.

Per the OpenROAD floorplan log, the area of the core is around 4500 µm². Yosys stat counts between 200 and 300 cells in the synthesized netlist. The number of maximum-capacitance violations is 0. The worst endpoint data arrival time is 3.80 ns. In this run the clock root is driven by a clkbuf_8. The critical path in the final layout is reported with a setup slack of between 1 and 1.5 ns. The maximum number of pins on one net before global-route repair is 26. For the worst reg-to-reg path, the startpoint reported by OpenROAD is AttemptsLeft.currState[3]$_DFF_P_.

Counting flops with an async set or reset pin after synthesis yields a share of 0%. The leakage power figure is approximately 0.96 nW. The number of sinks handled by clock tree synthesis is approximately 40.

The final sum of negative setup slack is 0 ns. Yosys mapped a number of flops with a built-in enable equal to 0. The hold-critical path depth is 2. The routed layout reports a DRC error count of 0. The cell at the slowest stage of the critical path is clkdlybuf4s50_1.

Per the synth stats, the flop cell with the highest instance count is dfxtp_1. Per the repair_timing log after CTS, setup buffers inserted total 0. The final global-route overflow total is 0. In this run the tools logged warnings totalling 30. The reg-to-reg setup timing slack is 1.69 ns.

In this build the clock could be raised as far as 0.2736 GHz. The share of the core filled with cells is 58.47%. Measured against its own limit, the worst slew margin works out to ~58%. The layout filler cell count is about 400. The final antenna diode tally reported by the flow is 0. In the synthesized netlist, the number of instances is 293. The later-pin clock latency in the skew report is 0.28 ns. The number of antenna violations at the first check in global routing is 0. The power consumption is roughly 1.1 mW. Clock skew on the completed layout was measured at between 0.003 and 0.004 ns. The worst setup path is captured at a flip-flop. For the finished layout, the period the worst path requires is roughly 3.7 ns. The endpoint of the lowest-slack register-to-register path is led[1]$_DFF_P_. Logged for this run, the post-placement worst setup slack is just under 0.8 ns. The post-cts hold-fix buffer tally is 0. The HPWL after detailed placement is about 3.4 mm. The final report gives the standard cell area, fillers excluded, as approximately 2600 µm². The number of antenna-violating nets in the routed design is 0. The relative area change from synthesis to final layout is 9.706%.
logic make-up (layout without fill, tap and decap cells):
logic type	after synthesis	after routing	synth area share [%]
adder cells (fa/ha/maj)	5	5	2.623
XOR/XNOR	25	25	9.182
buffers and inverters	33	35	6.506
other	1	7	0.1572
AND-OR/OR-AND	50	50	16.26
multiplexers	2	2	0.8395
flip-flops	41	41	34.42
AND/OR/NAND/NOR	136	136	30.01
power by group:
| group | internal (mW) | total, mW | switching, mW |
|---|---|---|---|
| clock network | 0.0977 | 0.208 | 0.110 |
| registers | 0.383 | 0.447 | 0.0640 |
| logic | 0.224 | 0.463 | 0.239 |
| total | 0.705 | 1.12 | 0.413 |
synth_stat cells (all sizes together) (3+ instances only):
cell    instances
o21a            4
o211ai          6
nand4          12
ha              5
inv            10
a21oi           9
nor2           42
clkbuf         15
dfxtp          41
a31oi           4
a21o            3
nand2          21
nor4            6
and3            5
xnor2           8
nand3          18
buf             8
nor3            4
a311o           3
o21ai           5
nand2b          6
nor2b           3
xor2           17
per-layer routing:
| metal | share of wire, % | global-route usage [%] | wire length, µm | up-vias |
|---|---|---|---|---|
| met2 | 42 | 28.53 | 1992 | 55 |
| met1 | 52 | 36.72 | 2478 | 925 |
| met5 | 0 | 0 | 0 | - |
| met4 | 0.40 | 2.889 | 19 | 0 |
| met3 | 5.6 | 3.035 | 266 | 2 |
| li1 | - | - | - | 1053 |
worst max-delay path by stage:
stage | startpoint | to | slack, ns | cells after the start
after CTS | newKey | led[1]$_DFF_P_ | 1.09 | 10
final | newKey | led[1]$_DFF_P_ | 1.05 | 10
after global routing | newKey | led[1]$_DFF_P_ | 0.84 | 10
final cells by class:
cell class / instances / area (µm²) / share of cell area, %
multi-input combinational: 225 / 1431 / 54.71
clock buffer: 5 / 68.82 / 2.630
tap: 52 / 65.06 / 2.487
clock inverter: 1 / 5.005 / 0.1913
inverter: 10 / 37.54 / 1.435
sequential: 41 / 820.8 / 31.37
timing repair buffer: 19 / 187.7 / 7.174
worst max-delay path, delay by kind of cell:
family                   cells  cell delay [ns]
AND/OR/NAND/NOR              4             1.07
AND-OR/OR-AND                4             1.00
buffers and inverters        1             0.50
adder cells (fa/ha/maj)      1             0.30
state kept, by name, indices dropped and copies added (netlist names):
signal / count
Main.badUnlock: 1
AttemptsLeft.currState: 4
LockToggle.curr_state: 1
led: 4
Main.count: 1
Main.currState: 4
Main.goodUnlock: 1
AttemptsLeft.count: 25
Power is estimated from default activity; no workload was simulated.
